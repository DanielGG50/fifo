==> ./design.v <==
module fv_fifo #(parameter WIDTH = 8, DEPTH = 8) (
  input logic clk,
  input logic arst_n,
  input logic wr_en,
  input logic rd_en,
  input logic [WIDTH-1:0] data_in,
  input logic [WIDTH-1:0] data_out,
  input logic full,
  input logic empty,
  logic [$clog2(DEPTH)-1:0] write_ptr,
  logic [$clog2(DEPTH)-1:0] read_ptr,
  logic [$clog2(DEPTH):0] count,
  logic [WIDTH-1:0] fifo_mem [0:DEPTH-1]
);
  fifo_ast_write_not_full: assert property (@(posedge clk) disable iff(!arst_n) wr_en && !full |=> fifo_mem[$past(write_ptr)] == $past(data_in));
  fifo_ast_write_ptr_increment: assert property (@(posedge clk) disable iff(!arst_n) wr_en && !full |=> write_ptr == $past(write_ptr) + 1'b1);
  fifo_ast_count_increment: assert property (@(posedge clk) disable iff(!arst_n) wr_en && !full && !empty |=> count == $past(count) + 1'b1);
  fifo_ast_full_invalid_write: assert property (@(posedge clk) disable iff(!arst_n) (wr_en && full) |=> $stable(write_ptr) && $stable(count));
	fifo_asm_rd_en_deactivated: assume property (@(posedge clk) disable iff(!arst_n) 1'b1 |-> rd_en == 1'b0);
endmodule
bind fifo fv_fifo #(WIDTH, DEPTH) fv_fifo_inst (
  .clk(clk),
  .arst_n(arst_n),
  .wr_en(wr_en),
  .rd_en(rd_en),
  .data_in(data_in),
  .data_out(data_out),
  .full(full),
  .empty(empty),
  .write_ptr(write_ptr),
  .read_ptr(read_ptr),
  .count(count),
  .fifo_mem(fifo_mem)
); 
module fifo #(parameter WIDTH = 8, parameter DEPTH = 16) (
  input logic clk,
  input logic arst_n,
  input logic wr_en,
  input logic rd_en,
  input logic [WIDTH-1:0] data_in,
  output logic [WIDTH-1:0] data_out,
  output logic full,
  output logic empty
);
  (* keep *) logic [WIDTH-1:0] fifo_mem [0:DEPTH-1];
  (* keep *) logic [$clog2(DEPTH)-1:0] write_ptr;
  (* keep *) logic [$clog2(DEPTH)-1:0] read_ptr;
  (* keep *) logic [$clog2(DEPTH):0] count;
  assign full = (count == DEPTH);
  assign empty = (count == 0);
  always_ff @(posedge clk or negedge arst_n) begin
    if (!arst_n) begin
      write_ptr <= 0;
      read_ptr <= 0;
      count <= 0;
    end else begin
      if (wr_en && !full) begin
        fifo_mem[write_ptr] <= data_in;
        write_ptr <= write_ptr + 1;
        count <= count + 1;
      end
      if (rd_en && !empty) begin
        data_out <= fifo_mem[read_ptr];
        read_ptr <= read_ptr + 1;
        count <= count - 1;
      end
    end
  end
endmodule
==> ./run.sh <==
#!/bin/bash
# OpenROAD 26Q1-2900-gdf79404cd8, Yosys 0.63+post, stock flow scripts
make -C /OpenROAD-flow-scripts/flow DESIGN_CONFIG=/design/flow/config.mk WORK_HOME=/design/flow/orfs finish
==> ./config.mk <==
export PLATFORM = sky130hd
export DESIGN_NAME = fifo
export DESIGN_NICKNAME = fifo
export VERILOG_FILES = /design/flow/design.v
export SDC_FILE = /design/flow/constraint.sdc
export NUM_CORES = 4
export LEC_CHECK = 1
export CORE_UTILIZATION = 30
export SYNTH_HDL_FRONTEND = slang
==> ./constraint.sdc <==
current_design fifo

set clk_period 5.7
set clk_io_pct 0.2

create_clock -name clk0 -period $clk_period [get_ports {clk}]

set non_clock_inputs [all_inputs -no_clocks]
set_input_delay [expr $clk_period * $clk_io_pct] -clock clk0 $non_clock_inputs
set_output_delay [expr $clk_period * $clk_io_pct] -clock clk0 [all_outputs]
==> flow_summary.toml <==
# implementation run metrics
[timing]
tightestPinTransition_ns = 0.871
hold_violations = 0
setup_violations = 0
clock.fmax_mhz = 318
slew_headroom_pct = 41.7
maxSlewViolCount = 0
setup_slack_ns = 2.56
timing.setup.tns_ns = 0
rsz0062_at_grt = "false"
finalClockPeriodUsage_pct = 55.2
clock_skew_ns = 0.00764
min_period_ns = 3.14

[floorplanning]
core_area_um2 = 19000
die_area_um2 = 20200
rows = 50
die_width_um = 142
io-pin-count = 22
die_y_um = 142
fp_util_pct = 31.1

[detailed_routing]
dr_total_vias = 2863
wl_met3_mm = 1.06
drcViolationCount = 0
wl_met2_mm = 5.39
antenna_cells_inserted = 0
routedWlPerCell_um = 18.4
wl_met1_mm = 4.68
drt-vias-per-instance = 4.69
drtPass1Iterations = 4
drt_iter0_drc = 197
routed_wl_mm = 11.2
detail-route-antenna-nets = 0
highest_layer = "met4"

[global_route]
antenna_found_initial = 0
grt_pass1_wl_mm = 17.4
grt_usage_pct = 12.6
grt_max_degree = 36
grt_pass1_vias = 2980
grt-ovfl-total = 0

[logic_synthesis]
ys_cells = 305
ys_sh_aoi_pct = 3.50
syn_area_um2 = 5890
synthTopCellsByArea = "edfxtp_1 69%, mux4_2 12%, dfrtp_1 5.5%, a22oi_1 2.0%, ha_1 1.7%"
top_logic_kind = "multiplexers"
synth_area_per_cell_um2 = 19.3
edf_count = 136
ys_async_sr_fraction_pct = 8.72
synth_top_area_share_pct = 69.3
ys_sh_simple_pct = 4.52
ys_seq_share_pct = 74.8
ys_seq_elements = 149
ys_warn_count = 0
synth_adder_area_share_pct = 2.04
xor_share_pct = 1.34
ff_type = "edfxtp_1"
yosys.cell_types.count = 34
synthCells = 305
post-synth-top-area-cell = "edfxtp_1"
ys_chip_area_um2 = 5890
ys_sh_mux_pct = 12.5

[worst_setup_path]
required_ns = 4.56
cp_data_arrival_time_ns = 2.00
start_kind = "flip-flop"
critPathMaxFanout = 5
crit_path_end_kind = "primary output"
path_class = "reg2out"
ff2ff_path_depth = 8
r2r-start = "count[1]"
r2r-end = "count[4]"
rrSetupSlack_ns = 3.04

[min_path]
hold_path.startpoint = "write_ptr[3]"
hp-class = "reg2reg"
hold_depth = 1
holdPathEnd = "write_ptr[3]"

[outcome]
outcome = "completed"

[clocking]
hold_buffers = 0
worstSkewPairLatency_ns = 0.41
post_cts_buffers = 0
ctsResizeCount = 0
cts_sinks = 149
cts_buffers = 17
cts_buffer_depth = 2
clockRootBuffer = "clkbuf_16"
clk_pin_slew_ns = 0.06
htreeDepth = 4
cts_tree = "done"

[layout]
fillers = 1680
layout_top_cells = "136 x edfxtp_1, 32 x mux4_2, 21 x nor2_1, 21 x clkdlybuf4s50_1, 20 x nand2_1"
regArea_um2 = 4410
final_area_um2 = 7000
logic_area_um2 = 1410
drive_above_1_share_pct = 20.6
lay_top_count = "edfxtp_1"
syn_to_final_growth_pct = 18.8

[placement]
place_congestion = 0.862
place_ws_ns = 2.44
dp_hpwl_mm = 6.96
portBuffers = 21
placed_area_um2 = 6410

[power]
p_per_area_nw_per_um2 = 480
vdd_drop_max_mv = 0.212
power.leakage_nw = 2.27

[run]
tool_warnings = 28
max_cap_violations = 0
critical path, cell delays in order (launching register included):
cell and delay [ns]:
dfrtp_1 0.42, or4_4 0.59, nor2_1 0.11, clkdlybuf4s50_1 0.47
synth_stat cells, types with 3 or more instances:
library cell	count
nand2_1	20
buf_2	3
dfrtp_1	13
o21ai_0	3
inv_1	6
mux4_2	32
nor2_1	21
buf_1	3
edfxtp_1	136
a22oi_1	16
a21oi_1	3
xnor2_1	8
nor2b_1	3
ha_1	8
clkbuf_1	6
registers in the layout (all words and copies together), names as in the netlist:
register / count
write_ptr: 4
count: 5
data_out: 8
fifo_mem: 128
read_ptr: 4
cells by family (layout without fill, tap and decap cells):
logic type,after synthesis,after routing
multiplexers,33,33
AND/OR/NAND/NOR,58,58
flip-flops,149,149
XOR/XNOR,9,9
AND-OR/OR-AND,28,28
adder cells (fa/ha/maj),9,9
buffers and inverters,19,64
final cells by class:
cell class	count	share of cell area, %
clock buffers	18	6.13
clock inverters	14	2.30
inverters	7	0.411
multi-input cells	137	20.1
flip-flops and latches	149	63.0
well taps	260	4.65
repair buffers	25	3.43
how the worst max path moves through the flow:
stage / startpoint / endpoint / slack, ns / cells past startpoint
final: count[1] / empty / 2.56 / 3
after global routing: count[1] / full / 2.48 / 3
after CTS: count[1] / full / 2.54 / 3
through the flow:
step           utilization (%)  total power, mW  cells  hold WS [ns]
4_1_cts                   36.9             3.39    610         0.555
2_1_floorplan                -             2.03    305         0.493
6_report                  36.9             3.36    610         0.563
3_5_place_dp              33.8             2.29    578         0.540
5_1_grt                   36.9             3.53    610         0.582
3_3_place_gp              33.8             2.28    578         0.539
layer usage:
layer	vias to the layer above	global-route usage, %
met5	-	0
met4	0	1.19
met3	12	6.10
met2	96	19.1
met1	1477	18.1
li1	1278	-
report_power, final:
part           switching [mW]  internal, mW
combinational           0.443         0.403
sequential             0.0890          1.33
clock                   0.414         0.684
No activity file was given, so power comes from the tool's default toggle rates.
